File: flow/design.v
`timescale 1ns / 1ps
module outbuffer#(parameter M = 23, E = 8, arrsize = 16)(inp, outp, clk, out_en, out_f );
input [(arrsize*(M+E+1))-1:0]inp;
reg [$clog2(arrsize)-1:0] cnt = 0;
input clk, out_en;
output reg [M+E:0] outp;
output reg out_f = 0;
 always @(posedge clk)
  begin
   if(out_en)
    begin
     if(cnt == arrsize-1)
      begin
       out_f <= 1;
       cnt <= 0;
       outp <= 0;
      end 
     else
      begin
       cnt <= cnt + 1;
       out_f <= 0;
      end
    if(!out_f)  outp <= inp[cnt*(M+E+1)+:M+E+1]; 
    else outp <= 0;
    end
   else
    begin
       outp <= 0;
    end  
  end
endmodule
File: flow/run.sh
#!/bin/bash
# OpenROAD 26Q1-2900-gdf79404cd8, Yosys 0.63+post, stock flow scripts
make -C /OpenROAD-flow-scripts/flow DESIGN_CONFIG=/design/flow/config.mk WORK_HOME=/design/flow/orfs finish
File: flow/config.mk
export PLATFORM = sky130hd
export DESIGN_NAME = outbuffer
export DESIGN_NICKNAME = outbuffer
export VERILOG_FILES = /design/flow/design.v
export SDC_FILE = /design/flow/constraint.sdc
export NUM_CORES = 4
export LEC_CHECK = 1
export CORE_AREA = 10 10 216 216
export DIE_AREA = 0 0 226 226
File: flow/constraint.sdc
current_design outbuffer

set clk_period 16.1
set clk_io_pct 0.2

create_clock -name clk0 -period $clk_period [get_ports {clk}]

set non_clock_inputs [all_inputs -no_clocks]
set_input_delay [expr $clk_period * $clk_io_pct] -clock clk0 $non_clock_inputs
set_output_delay [expr $clk_period * $clk_io_pct] -clock clk0 [all_outputs]
==> metrics.txt <==
# HELP chip_impl_metric Yosys and OpenROAD flow results
# TYPE chip_impl_metric gauge
chip_impl_info{name="status",value="finished, final reports clean"} 1
chip_impl_info{name="timing.setup.critical_path_class",value="in -> reg"} 1
chip_impl_metric{name="wl",unit="um"} 37170
chip_impl_metric{name="critPathMaxStageDelay",unit="ps"} 830
chip_impl_metric{name="combinational_gate_area",unit="mm2"} 0.004068
chip_impl_metric{name="clock_sink_count",unit=""} 37
chip_impl_info{name="worst_path_most_repeated_cell",value="sky130_fd_sc_hd__o21ai_1"} 1
chip_impl_info{name="grt_setup_unrepaired",value="no"} 1
chip_impl_metric{name="holdWs",unit="ps"} 677.9
chip_impl_metric{name="fp-utilization",unit=""} 0.1286
chip_impl_metric{name="report.final.setup_viol",unit=""} 0
chip_impl_metric{name="synth-seq-area-share",unit=""} 0.1466
chip_impl_metric{name="vias_per_cell",unit=""} 4.146
chip_impl_metric{name="cellLeakagePower",unit="nW"} 4.606
chip_impl_metric{name="post_synth.cell_area_avg",unit="um2"} 9.383
chip_impl_metric{name="layout_worst_path_cycle_share",unit=""} 0.3090
chip_impl_metric{name="area_growth",unit="%"} 109.3
chip_impl_metric{name="max_clock_freq",unit="MHz"} 201.0
chip_impl_metric{name="p_comb_frac",unit=""} 0.615
chip_impl_metric{name="maxCapViolations",unit=""} 0
chip_impl_metric{name="tritoncts.num_buffers",unit=""} 5
chip_impl_metric{name="floorplan.io_pins",unit=""} 547
chip_impl_metric{name="placement_rows",unit=""} 75
chip_impl_metric{name="power_density_of_the_placed_cells",unit="mW/mm2"} 55.44
chip_impl_info{name="critPathSlowestCell",value="sky130_fd_sc_hd__or3b_2"} 1
chip_impl_metric{name="wire_length_of_the_first_global_routing_pass",unit="um"} 50430
chip_impl_metric{name="synth.yosys.warnings",unit=""} 1
chip_impl_metric{name="r2r.worst_path.cells",unit=""} 8
chip_impl_metric{name="netlist_area",unit="mm2"} 0.005395
chip_impl_metric{name="ys.flops",unit=""} 37
chip_impl_metric{name="worst-endpoint-required",unit="ps"} 16320
chip_impl_info{name="path_cells",value="clkdlybuf4s50_1, or3b_2, a221oi_1, o21ai_1, o21ai_1"} 1
chip_impl_metric{name="switching_power",unit="W"} 0.0002238
chip_impl_metric{name="detailed_place_hpwl",unit="um"} 32080
chip_impl_metric{name="share_clk_of_total_power",unit=""} 0.202
chip_impl_metric{name="stage_log_warnings",unit=""} 25
chip_impl_metric{name="route.vias.total",unit=""} 6708
chip_impl_metric{name="path_clk_slew",unit="ps"} 60
chip_impl_metric{name="clock_skews",unit="ps"} 5.929
chip_impl_metric{name="layout-drive-gt1-share",unit=""} 0.03800
chip_impl_metric{name="post_synth_inst_count",unit=""} 575
chip_impl_metric{name="ys_cells",unit=""} 575
chip_impl_metric{name="drt-pass1-iter-count",unit=""} 5
chip_impl_info{name="top_layout_cell",value="sky130_fd_sc_hd__clkdlybuf4s50_1"} 1
chip_impl_metric{name="worst_skew_pair.late_latency",unit="ps"} 290
chip_impl_metric{name="design.core.area",unit="mm2"} 0.04195
chip_impl_metric{name="max_slew_headroom_at_the_worst_pin",unit=""} 0.4150
chip_impl_metric{name="drt_iter0_markers",unit=""} 311
chip_impl_metric{name="finalHoldViolCount",unit=""} 0
chip_impl_metric{name="internal_power",unit="W"} 0.0004022
chip_impl_metric{name="crit_arrival",unit="ps"} 5190
chip_impl_metric{name="area.sequential",unit="um2"} 790.8
chip_impl_info{name="worstHoldPathType",value="reg -> reg"} 1
chip_impl_metric{name="worst-path-max-fanout",unit=""} 32
chip_impl_metric{name="grt_antenna_before_repair",unit=""} 0
chip_impl_metric{name="power.share.switching",unit=""} 0.3575
chip_impl_metric{name="fillerInstances",unit=""} 4419
chip_impl_info{name="synth.top_cells.by_area",value="sky130_fd_sc_hd__mux2i_1, sky130_fd_sc_hd__a22oi_1, sky130_fd_sc_hd__dfxtp_1"} 1
chip_impl_info{name="cp_endpoint_kind",value="register"} 1
chip_impl_metric{name="drc_errors",unit=""} 0
chip_impl_metric{name="clockBufferDepth",unit=""} 2
chip_impl_info{name="final_cell_mix",value="sky130_fd_sc_hd__clkdlybuf4s50_1, sky130_fd_sc_hd__mux2i_1, sky130_fd_sc_hd__a22oi_1"} 1
chip_impl_metric{name="yosys.stat.chipArea",unit="mm2"} 0.005395
chip_impl_metric{name="overflow",unit=""} 0
chip_impl_metric{name="worst_ir_drop_vdd",unit="mV"} 0.03949
chip_impl_metric{name="die-width",unit="um"} 226
chip_impl_metric{name="die-area",unit="mm2"} 0.05108
chip_impl_metric{name="largest_net_degree_at_the_start_of_global_routing",unit=""} 49
chip_impl_metric{name="seq_power_share",unit=""} 0.183
chip_impl_info{name="clk_root_buffer_cell",value="sky130_fd_sc_hd__clkbuf_16"} 1
chip_impl_metric{name="portBuffers",unit=""} 546
chip_impl_metric{name="post-cts-setup-buffer-count",unit=""} 0
chip_impl_metric{name="resized_gates_after_cts",unit=""} 0
chip_impl_metric{name="slew_violations",unit=""} 0
chip_impl_info{name="crit_path_start_kind",value="input port"} 1
chip_impl_metric{name="first_global_vias",unit=""} 7219
chip_impl_info{name="netlist.top_cell.by_area",value="sky130_fd_sc_hd__mux2i_1"} 1
chip_impl_metric{name="gr-usage-all-layers",unit=""} 0.1366
chip_impl_metric{name="synthDominantCellAreaShare",unit=""} 0.4341
chip_impl_metric{name="ys_types",unit=""} 30
chip_impl_metric{name="place_congestion",unit=""} 0.9221
chip_impl_metric{name="cts_hold_buf",unit=""} 0
chip_impl_metric{name="detail_route.wl_per_cell",unit="um"} 22.97
chip_impl_metric{name="timing.final.crit_period",unit="ps"} 4975
chip_impl_metric{name="htree_num_levels",unit=""} 2
chip_impl_info{name="cts_tree",value="done"} 1
chip_impl_metric{name="setup_tns",unit="ps"} 0
chip_impl_metric{name="antennaDiodeCount",unit=""} 0
chip_impl_metric{name="route.antenna.remaining_nets",unit=""} 0
chip_impl_metric{name="number_of_cells_traversed_by_the_worst_hold_path",unit=""} 1
chip_impl_metric{name="die-height",unit="um"} 226
chip_impl_metric{name="tightestPinTransition",unit="ps"} 877.5
layer usage:
layer / vias to the layer above / wire length (um) / track usage
met3: 20 / 3402 / 0.04481
met1: 3080 / 15980 / 0.1798
li1: 3269 / - / -
met5: - / 0 / 0
met2: 339 / 17250 / 0.2190
met4: 0 / 542 / 0.01808
logic make-up (layout without fill, tap and decap cells):
family | count (synthesis) | after routing | synth area share
xor gates and xnor gates | 1 | 1 | 0.001624
buffers and inverters | 65 | 569 | 0.1034
adders and majority gates | 1 | 1 | 0.002319
muxes | 245 | 245 | 0.4801
DFF | 37 | 37 | 0.1466
and+or+nand+nor | 63 | 63 | 0.04847
AOI/OAI and AO/OA | 163 | 163 | 0.2175
worst paths after layout:
| path | start | end | slack [ps] |
|---|---|---|---|
| max | out_en | outp[30] | 11130 |
| min | cnt[3] | cnt[3] | 680 |
| max reg2reg | cnt[0] | outp[14] | 12090 |
| min reg2reg | cnt[3] | cnt[3] | 680 |
state kept, by name, summed over array words and instances, names as in the netlist:
register  flops
out_f         1
outp         32
cnt           4
synthesized netlist by cell type, drive strengths merged:
library cell	n
dfxtp	32
a221oi	11
nand2	53
buf	49
nor2	2
inv	2
ha	1
mux2i	234
xor2	1
nor2b	3
a22oi	106
clkbuf	14
and2	1
nand3b	1
nand3	1
o22ai	21
mux4	11
edfxtp	5
a21oi	1
or3b	1
and3	1
o21ai	24
power groups by stage:
stage,logic [W],registers (W),clock network (W)
after CTS,0.000391,0.000115,0.000132
after global routing,0.000413,0.000116,0.000134
final,0.000385,0.000115,0.000126
critical path, delay by kind of cell:
kind,cells,cell delay [ps]
and+or+nand+nor,1,830
buffers and inverters,1,620
AOI/OAI and AO/OA,3,520
per-stage QoR:
stage | utilization | setup slack (ps) | cells | power, W | cell area, um2
2_1_floorplan | - | 11930 | 575 | 0.0002821 | 5395
3_3_place_gp | 0.2647 | 10850 | 1610 | 0.0005062 | 11100
3_5_place_dp | 0.2647 | 10820 | 1610 | 0.0005069 | 11100
4_1_cts | 0.2692 | 11120 | 1618 | 0.0006376 | 11290
5_1_grt | 0.2692 | 10980 | 1618 | 0.0006631 | 11290
6_report | 0.2692 | 11130 | 1618 | 0.0006260 | 11290
layout make-up:
cell class                 instances  share of cell area
clock buffer                       6             0.01330
inverter                           2           0.0006648
timing repair buffer             559              0.4926
sequential                        37             0.07003
clock inverter                     2            0.003435
multi-input combinational        473              0.3602
tap                              539             0.05972
Power and IR drop assume default switching activity.
