### ./config.mk
export PLATFORM = sky130hd
export DESIGN_NAME = memory
export DESIGN_NICKNAME = memory
export VERILOG_FILES = /design/flow/design.v
export SDC_FILE = /design/flow/constraint.sdc
export NUM_CORES = 4
export LEC_CHECK = 1
export CORE_UTILIZATION = 30
### ./constraint.sdc
current_design memory

set clk_period 14.2
set clk_io_pct 0.2

create_clock -name clk0 -period $clk_period [get_ports {clk}]

set non_clock_inputs [all_inputs -no_clocks]
set_input_delay [expr $clk_period * $clk_io_pct] -clock clk0 $non_clock_inputs
set_output_delay [expr $clk_period * $clk_io_pct] -clock clk0 [all_outputs]
### ./design.v
`timescale 1ns / 1ps
module memory#(parameter N = 23, M = 8, L = N+M+1, K = 16)(reset_mem, clk,
                                         start_mem, inp, Arr);
input start_mem, clk, reset_mem;
input [L-1:0] inp;
output reg [(L*K)-1:0] Arr;
reg [$clog2(K)-1:0]count = 0;
always @(negedge clk)
  begin 
    if(reset_mem)
      begin
        Arr <= 0;
        count <= 0;
      end
    else
    if(start_mem)
      begin
        Arr[(count*L)+: L] <= inp;
        count <= count + 1;   
      end
    else count <= 0;
  end
endmodule
### ./run.sh
#!/bin/bash
# OpenROAD 26Q1-2900-gdf79404cd8, Yosys 0.63+post, stock flow scripts
make -C /OpenROAD-flow-scripts/flow DESIGN_CONFIG=/design/flow/config.mk WORK_HOME=/design/flow/orfs finish
==> run summary <==
This note records the results obtained with Yosys and OpenROAD.

Status
The run finished with clean final reports.

Critical path
The cell count of the worst reg-to-reg path is 7. The reg2reg setup slack is 10.83 ns. The launch point of the worst reg-to-reg path is count[0]$_SDFF_NP0_. The type of destination of the critical path is a register. Of all nets on the critical path, the largest fanout is 22. The worst setup path category is input port to register. The endpoint arrival time on the critical path is 5.24 ns.

The OpenROAD report gives the critical path a required time of approximately 7.7 ns. The destination of the worst register-to-register timing path is Arr[32]$_SDFFE_NP0P_. The worst setup path is launched from an input port.

Power
The flow reported a cell area power density of 133 nW/um^2. The clock power share is 57.1%. Of the total power, the share spent switching nets is around 30%. The power after layout is 3720 uW.

The portion of total power attributed to combinational logic is 3.4%. For this design the static power due to leakage is 0.0116 uW. The switching component of the power was reported as 1100 uW. The sequential cell fraction of total power is 39.5%. The worst ir drop on vdd is 0.106 mV.

The design internal power is 2620 uW.

Min path
Looking at the hold checks, the worst path lands on Arr[5]$_SDFFE_NP0P_. The number of stages on the worst hold path is 2. Per the hold report, the tightest min-delay path originates at Arr[5]$_SDFFE_NP0P_. The worst hold path class is register to register.

Routing
The aggregate routed wire length is about 73000 um. In this run the remaining antenna-violating nets after routing total 0. The total iterations of the first detailed-routing run is 5. The via total after detailed routing is ~18000. For this run, design rule violations remaining after detail routing come to 0. The final routed wire length divided by cell count is about 19 um. The number of DRC violations after detailed-routing iteration 0 is roughly 1100.

Per the detail_route report, vias per standard cell equal ~4.7.

Synth
The chip area line in the Yosys stat output reads 17900 sq um. Per the synthesis report, the number of distinct cell types is roughly 49. The proportion of register bits with asynchronous set or reset after synthesis is 0%. After synthesis, the mean cell area works out to 8.91 sq um. In the synthesized netlist, the number of instances is between 2000 and 2500. The cell count in the Yosys report is 2005. The count of synthesis-stage warnings from yosys is 1. The post-synth register bit count is 516. Yosys mapped a number of flops with a built-in enable equal to 0.

The netlist area before placement is 17900 sq um. Of the synthesized area, sequential elements account for about 58%. The dominant register cell in the synthesized netlist is dfxtp_1.

Timing
Max-slew check failures listed in the final report amount to 0. The sum of negative setup slack is 0 ns. Setup repair after global routing left no endpoint under its margin. The number of failing setup endpoints in the final timing report is 0.

The worst slew slack as a fraction of its limit is 43.7%. The largest clock skew in the final design is 0.0212 ns. The number of hold violations in the final report is 0. The transition time at the pin with the least slew margin is between 0.8 and 0.9 ns.

Clock network
The report puts the hold buffer count at CTS at 0. Per the post-CTS timing run, clock transition at the registers of the reported paths is 0.04 ns. The clock net in this run drives a total of 516 sinks. Per the CTS log, the root buffer master is clkbuf_16.

The post-CTS setup repair buffer count is 0. The buffer levels on the longest clock path is 3. The clock network latency to the later pin of the worst-skew pair is 0.63 ns. In this run the number of H-tree levels came out at 2. The number of clock buffers inserted by TritonCTS is ~57.

The post-cts repair resize count is 0. The clock tree from TritonCTS is built.

Cells and area
Cells with a size suffix above 1 make up 6.61% of the layout. The post-synthesis to final-layout area growth is 56.4%. The filler cells instantiated in the layout total ~5300.

Placement
The count of buffers added on input and output ports is roughly 550. The half-perimeter wire length of the detailed placement result is approximately 47000 um. Routability-driven placement finished with a final weighted congestion of around 0.9.

Floorplan
At the floorplan stage, the core utilization is reported as 30.3%. The number of core rows is 89. Per the OpenROAD floorplan log, the area of the die is 60500 sq um. The top-level I/O count is around 550. The horizontal die size is 246 um. The area of the core region is 58900 sq um. The vertical die dimension is 246 um.

Global route
The number of global-route vias before repair came to 18102. The first global-routing pass estimated 106000 um of wire. Recorded from the global router log, the overflow total was 0.

Entering global routing, the biggest net connects between 100 and 150 pins. The number of antenna violations at the first check in global routing came to 1. The overall track demand over capacity in global routing is 24.1%.

Flow run
The total of max-cap violations is 0. The tool warning count for the run is 544.
## per-stage QoR
stage	cell area, sq um	setup slack [ns]	hold WS [ns]	std cells	util (%)
global placement	24000	1.86	0.437	3195	40.8
finish	27900	2.41	0.444	3817	47.4
detailed placement	24000	1.77	0.445	3195	40.8
CTS	27900	2.38	0.449	3816	47.4
floorplan	17900	2.96	0.410	2005	-
global route	27900	2.24	0.463	3817	47.4
## power groups by stage
stage         registers [uW]  logic (uW)  clock network (uW)
CTS                     1470         126                2200
global route            1470         133                2380
finish                  1470         126                2120
## layout by cell type, fill, tap and decap left out, drive strengths merged, types with 4 or more instances in the layout
master	netlist	layout
buf	111	72
clkdlybuf4s50	0	545
dfxtp	516	516
nor3b	4	4
nor4	4	4
clkinvlp	0	11
nor2	26	26
a2111oi	4	4
bufinv	0	10
a22o	166	166
clkbuf	89	58
a21oi	338	338
mux2i	5	5
inv	5	543
o2111ai	5	5
nand2	681	681
clkinv	0	4
a211oi	8	8
nand4	4	4
## Yosys cell counts (2+ instances only)
cell         n  area, sq um
o211ai_2     3         37.5
inv_1        5         18.8
or3b_1       3         26.3
nand2b_1     3         18.8
buf_2       90          450
a2111oi_4    4          110
mux2i_1      5         50.1
a22o_1     166         1450
nor4_2       2         25.0
a21oi_1    338         1690
nor3b_1      3         22.5
and3b_1      2         17.5
buf_4        6         45.0
a211oi_1     2         15.0
nor2_1      23         86.3
clkbuf_1    88          330
nand3_1      3         15.0
a211oi_2     5         62.6
nor3_1       2         10.0
xnor2_1      2         17.5
ha_1         3         37.5
dfxtp_1    516        10300
and3_1       2         12.5
a2bb2o_1     2         20.0
buf_6        3         33.8
nand2_1    681         2560
nor2b_1      2         12.5
nor2_2       3         18.8
nand4_1      4         25.0
buf_1       12         45.0
o2111ai_2    4         60.1
## routing by layer
metal  track usage [%]  wire, um  vias to the layer above
met5                 0         0                        -
li1                  -         -                     8686
met1              30.7     29800                     8513
met2              36.7     34700                      715
met4              10.7      2330                        0
met3              9.23      5830                      131
## flip-flops by register name (all words and copies together) (netlist names)
name and flops:
Arr 512, count 4
## worst max-delay path, cell delays in order
cell and delay [ns]:
clkdlybuf4s50_1 0.60, nand2_1 0.35, a2111oi_4 0.77, buf_4 0.40, nand2_1 0.10, a21oi_1 0.15
## worst max-delay path by stage
stage	cells past startpoint	slack, ns	startpoint	to
after CTS	6	2.38	start_mem	Arr[44]$_SDFFE_NP0P_
after global routing	6	2.24	start_mem	Arr[40]$_SDFFE_NP0P_
final	6	2.41	start_mem	Arr[131]$_SDFFE_NP0P_
## cell type report
type	count	area (sq um)	share of cell area (%)
multi-input cells	1284	6720	24.0
inverters	4	15.0	0.0537
repair buffers	617	6000	21.5
flip-flops and latches	516	10300	37.0
diodes	1	2.50	0.00896
clock buffers	58	1450	5.19
well taps	773	967	3.46
clock inverters	564	2460	8.79
## logic make-up after synthesis
group | Yosys count | share of synthesized area, %
adders and majority gates | 3 | 0.210
and+or+nand+nor | 743 | 16.5
muxes | 5 | 0.280
buffers and inverters | 205 | 5.20
AOI/OAI and AO/OA | 529 | 19.6
xor gates and xnor gates | 4 | 0.343
DFF | 516 | 57.8
Power is estimated from default activity; no workload was simulated.
